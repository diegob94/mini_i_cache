==> design.v <==
`default_nettype none
`timescale 1 ns / 100 ps
module mini_i_cache #(
        parameter data_width = 32,
        parameter addr_width = 32,
        parameter cache_size = 16
    ) (
        input clock,
        input reset,
        output reg ir_data_valid,
        output reg ir_addr_ready,
        output reg [data_width-1:0] ir_data,
        input ir_data_ready,
        input ir_addr_valid,
        input [addr_width-1:0] ir_addr,
        input bus_ir_data_valid,
        input bus_ir_addr_ready,
        input [data_width-1:0] bus_ir_data,
        output reg bus_ir_data_ready,
        output reg bus_ir_addr_valid,
        output reg [addr_width-1:0] bus_ir_addr
    );
    parameter entry_addr_width = $clog2(cache_size);
    parameter tag_width = addr_width - entry_addr_width;
    parameter entry_width = 1 + tag_width + data_width;
    parameter IDLE = 0;
    parameter RECEIVED = 1;
    parameter REPLY = 2;
    parameter MISS = 3;
    parameter WAIT_BUS = 4;
    parameter RESET = 5;
    reg [entry_width-1:0] mem [cache_size-1:0];
    wire [entry_addr_width-1:0] entry_addr;
    wire [tag_width-1:0] tag;
    reg [addr_width-1:0] addr_buf;
    reg [2:0] state;
    reg [2:0] next_state;
    reg request_received;
    reg [entry_width-1:0] entry;
    reg data_received;
    wire addr_sent;
    wire [addr_width-1:0] cached_addr;
    wire reset_done;
    reg [entry_addr_width-1:0] reset_counter;
    wire dirty;
    wire [entry_width-1:0] reset_value;
    always @(posedge clock)
        if (reset)
            state <= RESET;
        else
            state <= next_state;
    assign tag = entry[entry_width-1:data_width];
    assign cached_addr = {tag,entry_addr};
    assign dirty = entry[entry_width-1];
    always @(*) begin
        next_state = RESET;
        case (state)
            RESET: begin
                next_state = RESET;
                if (reset_done)
                    next_state = IDLE;
                end
            IDLE: begin
                next_state = IDLE;
                if (request_received)
                    next_state = RECEIVED;
                end
            RECEIVED: begin
                next_state = MISS;
                if (cached_addr == addr_buf && !dirty)
                    next_state = REPLY;
                end
            REPLY: begin
                next_state = REPLY;
                if (ir_data_valid == 0)
                    next_state = IDLE;
                end
            MISS: begin
                next_state = MISS;
                if (addr_sent)
                    next_state = WAIT_BUS;
                end
            WAIT_BUS: begin
                next_state = WAIT_BUS;
                if (data_received)
                    next_state = REPLY;
                end
        endcase
    end
    always @(posedge clock)
        if (reset) begin
            ir_addr_ready <= 0;
            bus_ir_data_ready <= 0;
        end
        else if (state == IDLE) begin
            ir_addr_ready <= 1;
            bus_ir_data_ready <= 1;
        end
    assign entry_addr = addr_buf[entry_addr_width-1:0];
    always @(posedge clock)
        if (request_received) begin
            entry <= mem[entry_addr];
        end else if (bus_ir_data_ready && bus_ir_data_valid) begin
            entry <= {1'b0,addr_buf[addr_width-1:entry_addr_width],bus_ir_data};
        end
    always @(posedge clock)
        if (reset || state == RECEIVED)
            request_received <= 0;
        else if (ir_addr_ready && ir_addr_valid) begin
            addr_buf <= ir_addr;
            request_received <= 1;
        end
    always @(posedge clock)
        if (reset)
            ir_data_valid <= 0;
        else if (state == REPLY) begin
            ir_data <= entry[data_width:0];
            ir_data_valid <= 1;
        end else if (ir_data_valid && ir_data_ready)
            ir_data_valid <= 0;
    assign addr_sent = bus_ir_addr_valid;
    always @(posedge clock)
        if (reset)
            bus_ir_addr_valid <= 0;
        else if (bus_ir_addr_valid && bus_ir_addr_ready)
            bus_ir_addr_valid <= 0;
        else if (state == MISS && bus_ir_addr_ready) begin
            bus_ir_addr <= addr_buf;
            bus_ir_addr_valid <= 1;
        end 
    always @(posedge clock)
        if (reset || next_state == MISS)
            data_received <= 0;
        else if (bus_ir_data_ready && bus_ir_data_valid) begin
            mem[addr_buf[entry_addr_width-1:0]] <= {1'b0,addr_buf[addr_width-1:entry_addr_width],bus_ir_data};
            data_received <= 1;
        end
    assign reset_done = &reset_counter;
    assign reset_value = {1'b1,{tag_width{1'b0}},{data_width{1'b0}}};
    always @(posedge clock)
        if (reset)
            reset_counter <= 0;
        else if (state == RESET) begin
            mem[reset_counter] <= reset_value;
            reset_counter <= reset_counter + 1;
        end
endmodule
==> run.sh <==
#!/bin/bash
# OpenROAD 26Q1-2900-gdf79404cd8, Yosys 0.63+post, stock flow scripts
make -C /OpenROAD-flow-scripts/flow DESIGN_CONFIG=/design/flow/config.mk WORK_HOME=/design/flow/orfs finish
==> config.mk <==
export PLATFORM = sky130hd
export DESIGN_NAME = mini_i_cache
export DESIGN_NICKNAME = mini_i_cache
export VERILOG_FILES = /design/flow/design.v
export SDC_FILE = /design/flow/constraint.sdc
export NUM_CORES = 4
export LEC_CHECK = 1
export CORE_UTILIZATION = 40
==> constraint.sdc <==
current_design mini_i_cache

set clk_period 50.8
set clk_io_pct 0.2

create_clock -name clk0 -period $clk_period [get_ports {clock}]

set non_clock_inputs [all_inputs -no_clocks]
set_input_delay [expr $clk_period * $clk_io_pct] -clock clk0 $non_clock_inputs
set_output_delay [expr $clk_period * $clk_io_pct] -clock clk0 [all_outputs]
==> impl_metrics.yaml <==
# implementation run metrics
outcome:
  status: "completed"
synth:
  synth_flops: 1152
  yosysUniqueCellTypes: 47
  yosysSeqAreaShare_pct: 65.0
  syn_inst: 3650
  synth.cell_area_um2: 52700
  dominantRegCellSynth: "edfxtp_1"
  yosys_area_um2: 52700
  yosys_warnings: 1
  synthArstFlopShare_pct: 0
  avgSynthCellArea_um2: 14.4
  edf_count: 1117
  ys_cells: 3650
critical_path:
  cp_max_fo: 76
  path_class: "in -> reg"
  endpoint_kind: "register"
  regToRegEndpoint: "mem[9][40]$_DFFE_PP_"
  crit_slowest_cell: "buf_4"
  cp-start-kind: "input pin"
  critPathArrivalTime_ns: 14.07
  r2r_slack_ns: 45.77
  required_ns: 51.24
  reg2reg_depth: 9
  path_cells: "clkdlybuf4s50_1, buf_4, nor2_1, o21ai_4, buf_4, buf_4, buf_4, o21bai_1, a21o_4, buf_4"
  worstReg2RegStart: "addr_buf[4]$_DFFE_PP_"
  critPathMaxStageDelay_ns: 0.79
  crit_top_cell: "buf_4"
hold_path:
  min_delay_path_depth: 0
  hold_start: "entry[22]$_DFFE_PP_"
  hold_class: "reg -> reg"
  worstHoldEndpoint: "ir_data[22]$_DFFE_PP_"
final_timing:
  rsz0062_at_grt: "no"
  tightest_slew_ns: 1.02
  worst_slack_ns: 37.16
  report.final.hold_viol_count: 0
  setup_violations: 0
  slew_headroom_pct: 31.7
  fmax_ghz: 0.0733
  fin_crit_ns: 13.64
  slew_viol_final: 0
  skew_ns: 0.0532
  timing.setup.tns_ns: 0
  period_used_pct: 26.8
clock_network:
  htreeDepth: 3
  cts_root_buffer: "clkbuf_16"
  cts_hold_buf: 0
  clk_pin_slew_ns: 0.06
  cts.repair.resized: 0
  cts_inserted_buffers: 119
  cts_buffer_depth: 3
  postCtsSetupRepairBufs: 0
  clock.latency.late_pin_ns: 0.77
  cts_tree: "done"
  cts.sinks: 1152
floorplan:
  die_w_um: 365
  die_area_um2: 133000
  dieHeight_um: 365
  initial_utilization_pct: 40.5
  io_pins: 138
  core_area_um2: 130000
  std_cell_rows: 132
final_layout:
  drive_gt1_share_pct: 16.3
  area_delta_synth_final_pct: 13.1
  nFillCells: 11300
pwr:
  peakVddDrop_uv: 29.1
  power_uw: 1960
  p_leak_uw: 0.0160
  power.density_nw_per_um2: 32.9
grt:
  gr-total-overflow: 0
  grt_start_max_net_pins: 148
  track_usage_pct: 27.4
  antenna_found_initial: 5
  grt_pass1_wl_um: 243000
  grt_pass1_vias: 36700
place:
  dp_hpwl_um: 92000
  port_buffers: 137
  post-place-ws_ns: 36.45
  gp_congestion: 0.879
routing:
  drcViolationCount: 0
  drt_iter0_markers: 2485
  ant_nets: 0
  vias: 34700
  first_pass_iters: 5
  wl_um: 167000
  wire_per_inst_um: 30.6
  drt-vias-per-instance: 6.36
job:
  drv_cap: 0
  tool_warnings: 35
==> per-stage QoR <==
stage          cells  utilization (%)  hold WS, ns  area [um^2]
2_1_floorplan   3650                -        0.400        52700
3_3_place_gp    5231             42.8        0.400        55700
3_5_place_dp    5231             42.8        0.405        55700
4_1_cts         5449             45.8        0.404        59600
5_1_grt         5449             45.8        0.409        59600
6_report        5451             45.8        0.408        59600
==> per-layer routing <==
metal	share of wire (%)	track usage, %
met1	34	34.1
met2	45	39.3
met3	17	19.2
met4	3.8	8.19
met5	0.16	2.07
==> cell type report <==
class                      instances  area (um^2)  share of cell area (%)
clock inverter                    78          771                    1.29
tap                             1742         2180                    3.66
sequential                      1152        34300                    57.5
clock buffer                     140         3110                    5.22
inverter                          68          256                   0.431
timing repair buffer             250         2270                    3.81
multi-input combinational       2019        16700                    28.1
antenna                            2         5.00                 0.00840
==> registers in the layout, summed over array words and instances, names as in the netlist, named ones only <==
register,cells
mem,976
entry,61
addr_buf,32
bus_ir_addr,32
ir_data,32
state,6
reset_counter,4
bus_ir_addr_valid,1
data_received,1
ir_addr_ready,1
ir_data_valid,1
request_received,1
==> where the power goes <==
| part | switching [uW] | total, uW | internal (uW) |
|---|---|---|---|
| Sequential | 4.04 | 1050 | 1040 |
| Combinational | 22.9 | 36.8 | 13.9 |
| Clock | 381 | 875 | 494 |
| Total | 408 | 1960 | 1550 |
==> how the worst max path moves through the flow <==
| stage | startpoint | endpoint | slack, ns | cells after the start |
|---|---|---|---|---|
| finish | reset | mem[1][30]$_DFFE_PP_ | 37.16 | 10 |
| CTS | reset | mem[1][48]$_DFFE_PP_ | 37.23 | 10 |
| global route | reset | mem[1][48]$_DFFE_PP_ | 36.98 | 10 |
==> kinds of logic after synthesis <==
family / count (synthesis) / share of synthesized area, %
adder cells (fa/ha/maj): 4 / 0.0950
XOR/XNOR: 31 / 0.515
flip-flops: 1152 / 65.0
buffers and inverters: 479 / 3.83
multiplexers: 370 / 12.9
AND/OR/NAND/NOR: 472 / 4.19
AND-OR/OR-AND: 1142 / 13.5
==> cell usage after synthesis, types with 32 or more instances <==
cell type	instances	area share [%]
nand4_1	41	0.49
edfxtp_1	1117	64
mux2i_1	121	2.3
buf_1	32	0.23
buf_2	108	1.0
o21ai_0	98	0.93
a21oi_1	491	4.7
clkbuf_1	258	1.8
nor2_1	76	0.54
nand2_1	216	1.5
a211oi_1	507	7.2
dfxtp_1	35	1.3
inv_1	67	0.48
mux4_2	245	10
==> cell usage in the layout (no fill, tap or decap), drive strengths merged, types with 26 or more instances in the layout <==
cell type	netlist	layout
a21oi	491	491
o21ai	98	98
nor3	27	27
clkdlybuf4s50	0	137
xnor2	26	26
mux4	245	245
edfxtp	1117	1117
nand4	41	41
nand2	216	216
clkinv	0	56
dfxtp	35	35
clkbuf	258	140
buf	153	113
a211oi	507	507
nor2	76	76
mux2i	121	121
inv	68	71
==> worst max-delay path: cells and delay by family <==
kind | cells | cell delay, ns
buf+inv | 6 | 3.00
simple gates | 1 | 0.15
compound gates | 3 | 0.64
Power and IR drop assume default switching activity.
